==> /design/flow/design.v <==
package aluPkg;
typedef enum logic [4:0] { 
	ADD = 0,
	SUB = 1, 
	AND = 2, 
	OR = 3, 
	XOR = 4, 
	SLL = 5, 
	SRL = 6, 
	SLA = 7,
	SRA = 8,
	LUI = 9,
	LLI = 10
} aluop_t;
endpackage
package myPackage;
typedef enum logic [5:0] { 
	RType = 0,
	JMP = 16,
	JAL = 17,
	RET = 18,
	ADDI = 32,
	SUBI = 33,
	ANDI = 34,
	ORI = 35,
	XORI = 36,
	LUI = 37,
	LLI = 38,
	LWR = 39,
	SWR = 40,
	LWI = 41,
	SWI = 42,
	BEQ = 43,
	BNE = 44
} opcode_t;
typedef enum logic [5:0] { 
	ADD = 0,
	SUB = 1, 
	AND = 2, 
	OR = 3, 
	XOR = 4, 
	SLL = 5, 
	SRL = 6, 
	SLA = 7,
	SRA = 8
} func_t;
endpackage
module EX_MEM(
	input logic clk,
	input logic EX_DM_WE,
	input logic [31:0]EX_ALU_RES,
	input logic [31:0]EX_muxB,
	input logic [15:0]EX_DM_ADDR,
	input logic [1:0]EX_RF_D_SEL,
	input logic [31:0]EX_NEXT_PC,
	input logic [1:0]EX_RD_SEL,
	output logic MEM_DM_WE,
	output logic [31:0]MEM_ALU_RES,	
	output logic [31:0]MEM_muxB,
	output logic [15:0]MEM_DM_ADDR,
	output logic [1:0]MEM_RF_D_SEL,
	output logic [31:0]MEM_NEXT_PC,
	output logic [1:0]MEM_RD_SEL
);
initial begin
	MEM_ALU_RES = 0;
	MEM_DM_WE = 0;
	MEM_DM_ADDR = 0;
	MEM_muxB = 0;
	MEM_RF_D_SEL = 0;
	MEM_NEXT_PC = 0;
	MEM_RD_SEL = 0;
end
always @(posedge clk) begin
	MEM_DM_WE = EX_DM_WE;
	MEM_ALU_RES = EX_ALU_RES;
	MEM_muxB = EX_muxB;
	MEM_DM_ADDR = EX_DM_ADDR;
	MEM_RF_D_SEL = EX_RF_D_SEL;
	MEM_NEXT_PC = EX_NEXT_PC;
	MEM_RD_SEL = EX_RD_SEL;
end
endmodule
==> /design/flow/run.sh <==
#!/bin/bash
# OpenROAD 26Q1-2900-gdf79404cd8, Yosys 0.63+post, stock flow scripts
make -C /OpenROAD-flow-scripts/flow DESIGN_CONFIG=/design/flow/config.mk WORK_HOME=/design/flow/orfs finish
==> /design/flow/config.mk <==
export PLATFORM = sky130hd
export DESIGN_NAME = EX_MEM
export DESIGN_NICKNAME = EX_MEM
export VERILOG_FILES = /design/flow/design.v
export SDC_FILE = /design/flow/constraint.sdc
export NUM_CORES = 4
export LEC_CHECK = 1
export CORE_UTILIZATION = 30
==> /design/flow/constraint.sdc <==
current_design EX_MEM

set clk_period 1.0
set clk_io_pct 0.2

create_clock -name clk0 -period $clk_period [get_ports {clk}]

set non_clock_inputs [all_inputs -no_clocks]
set_input_delay [expr $clk_period * $clk_io_pct] -clock clk0 $non_clock_inputs
set_output_delay [expr $clk_period * $clk_io_pct] -clock clk0 [all_outputs]
==> results.sh <==
# yosys + openroad results
export IMPL_p_comb_share_pct=6.0
export IMPL_antenna_found_initial=0
export IMPL_p_sw_share_pct=18.7
export IMPL_dr_first_iter_drc_count=24
export IMPL_detail_route_antenna_nets=0
export IMPL_ctsHoldBuffers=0
export IMPL_finalHoldViolations=0
export IMPL_core_area_mm2=0.00741
export IMPL_p_per_area_mw_per_mm2=2280
export IMPL_cts_path_max_buffers=2
export IMPL_path_clk_slew_ns=0.05
export IMPL_routabilityCongestion=0.811
export IMPL_regArea_mm2=0.00235
export IMPL_status="complete, but fails checks"
export IMPL_cts_sinks=117
export IMPL_end_kind="output port"
export IMPL_setup_violations=117
export IMPL_die_area_mm2=0.00816
export IMPL_p_int_w=0.00884
export IMPL_ys_seq_share_pct=100
export IMPL_grt_pass1_vias=1782
export IMPL_yosysUniqueCellTypes=1
export IMPL_drive_gt1_share_pct=40.3
export IMPL_path_delay_family="flip-flops"
export IMPL_synth_top_cell_area_share_pct=100
export IMPL_critPathSlowestCell="dfxtp_2"
export IMPL_fin_total_pwr_w=0.0109
export IMPL_clockPowerShare_pct=48.2
export IMPL_synth_chip_area_mm2=0.00234
export IMPL_ys_warn_count=1
export IMPL_ys_sh_simple_pct=0
export IMPL_ys_sh_adder_pct=0
export IMPL_topCellsByArea="dfxtp_1 100%"
export IMPL_clockRootBuffer="clkbuf_8"
export IMPL_ir_drop_v=0.00118
export IMPL_post_route_min_period_ns=1.11
export IMPL_synth_area_mm2=0.00234
export IMPL_rsz0062_at_grt="yes"
export IMPL_ioPinCount=235
export IMPL_syn_inst=117
export IMPL_dpl_worst_slack_ns=0.00242
export IMPL_drv_cap=0
export IMPL_hold_path_class="input pin to flop"
export IMPL_fp_dieH_um=90.4
export IMPL_overflow=0
export IMPL_grt_pass1_wl_um=11100
export IMPL_drc_errors=0
export IMPL_wire_per_inst_um=15.3
export IMPL_p_sw_w=0.00203
export IMPL_start_kind="flop"
export IMPL_synth_area_mux_share_pct=0
export IMPL_top_area_cell="dfxtp_1"
export IMPL_diodes=0
export IMPL_placed_cells=450
export IMPL_core_util_floorplan_pct=31.6
export IMPL_logic_area_um2=0
export IMPL_routed_wl_um=7360
export IMPL_cp_num_buf_inv=1
export IMPL_required_ns=0.80
export IMPL_layout_top_cells="117 x clkdlybuf4s50_1, 117 x buf_2, 109 x dfxtp_1"
export IMPL_vias=1777
export IMPL_cp_slowest_stage_delay_ns=0.31
export IMPL_n_fill_cell=614
export IMPL_dr_pass1_iters=4
export IMPL_critical_path_class="flop to output port"
export IMPL_xor_area_share_pct=0
export IMPL_rows=31
export IMPL_port_buffers=234
export IMPL_synth_flops=117
export IMPL_ys_cells=117
export IMPL_cts_tree="built"
export IMPL_finalNonFillerCells=481
export IMPL_seq_power_share_pct=45.7
export IMPL_violations="negative setup slack"
export IMPL_drv_slew=0
export IMPL_timing_slew_headroom_pct=81.9
export IMPL_areaGrowthSynthToFinish_pct=103
export IMPL_fin_area_mm2=0.00476
export IMPL_finalWorstSetupSlack_ns=-0.113
export IMPL_dp_hpwl_um=5780
export IMPL_period_used_pct=111
export IMPL_leakagePower_nw=2.16
export IMPL_warning_count=28
export IMPL_grtUsageTotal_pct=19.2
export IMPL_crit_fanout=1
export IMPL_placed_area_mm2=0.00481
export IMPL_arrival_ns=0.91
export IMPL_fmax_mhz=899
export IMPL_via_per_inst=3.69
export IMPL_critical_path_cell_chain="buf_2"
export IMPL_logic_gate_count=0
export IMPL_syn_area_per_cell_um2=20.0
export IMPL_die_x_um=90.4
export IMPL_cts_buffers=17
export IMPL_yosys_area_share_aoi_pct=0
export IMPL_h_tree_depth=4
export IMPL_worst_pin_slew_ns=0.271
export IMPL_grt_start_max_net_pins=17
-- layout make-up --
class	instances	area share, %
clock buffer	21	9.43
sequential	117	49.4
tap	99	2.60
clock inverter	10	1.73
timing repair buffer	234	36.9
-- logic make-up (layout without fill, tap and decap cells) --
logic type,after synthesis,count (layout)
buffers and inverters,0,265
DFF,117,117
-- synthesized netlist by cell type --
master and count:
dfxtp_1 117
-- sequential cells by signal (all words and copies together), names as in the netlist --
signal and flops:
MEM_ALU_RES 32, MEM_NEXT_PC 32, MEM_muxB 32, MEM_DM_ADDR 16, MEM_RD_SEL 2, MEM_RF_D_SEL 2
MEM_DM_WE 1
-- path summary, 6_finish.rpt --
kind / slack, ns / cells past startpoint / endpoint / from
setup / recovery: -0.11 / 1 / MEM_NEXT_PC[15] / MEM_NEXT_PC[15]
hold / removal: 0.14 / 1 / MEM_NEXT_PC[7] / EX_NEXT_PC[7]
-- power groups by stage --
stage | combinational (W) | clock (W) | sequential [W]
4_1_cts | 0.000672 | 0.00537 | 0.00497
6_report | 0.000655 | 0.00524 | 0.00497
5_1_grt | 0.000707 | 0.00560 | 0.00499
-- what timing repair did --
action,CTS,global route
resized,387,3
buffers inserted,0,0
setup endpoints to repair,117,117
-- metrics by stage --
stage,util [%],setup TNS [ns],hold slack (ns)
after floorplan,-,0,0.228
after global placement,64.9,-0.00460,0.648
after detailed placement,64.9,0,0.652
after CTS,64.3,-13.51,0.118
after global routing,64.3,-15.64,0.119
final,64.3,-9.85,0.143
-- routing by layer --
metal,up-vias,share of wire (%),track usage (%)
met5,-,0,0
met4,0,0.80,2.69
met3,6,16,13.4
met2,150,45,28.4
met1,747,38,24.3
li1,874,-,-
Power and IR drop assume default switching activity.
