## flow/constraint.sdc

```tcl
current_design ID_EX

set clk_period 1.0
set clk_io_pct 0.2

create_clock -name clk0 -period $clk_period [get_ports {clk}]

set non_clock_inputs [all_inputs -no_clocks]
set_input_delay [expr $clk_period * $clk_io_pct] -clock clk0 $non_clock_inputs
set_output_delay [expr $clk_period * $clk_io_pct] -clock clk0 [all_outputs]
```

## flow/config.mk

```make
export PLATFORM = sky130hd
export DESIGN_NAME = ID_EX
export DESIGN_NICKNAME = ID_EX
export VERILOG_FILES = /design/flow/design.v
export SDC_FILE = /design/flow/constraint.sdc
export NUM_CORES = 4
export LEC_CHECK = 1
export CORE_AREA = 10 10 133 133
export DIE_AREA = 0 0 143 143
```

## flow/design.v

```verilog
package aluPkg;
typedef enum logic [4:0] { 
	ADD = 0,
	SUB = 1, 
	AND = 2, 
	OR = 3, 
	XOR = 4, 
	SLL = 5, 
	SRL = 6, 
	SLA = 7,
	SRA = 8,
	LUI = 9,
	LLI = 10
} aluop_t;
endpackage
package myPackage;
typedef enum logic [5:0] { 
	RType = 0,
	JMP = 16,
	JAL = 17,
	RET = 18,
	ADDI = 32,
	SUBI = 33,
	ANDI = 34,
	ORI = 35,
	XORI = 36,
	LUI = 37,
	LLI = 38,
	LWR = 39,
	SWR = 40,
	LWI = 41,
	SWI = 42,
	BEQ = 43,
	BNE = 44
} opcode_t;
typedef enum logic [5:0] { 
	ADD = 0,
	SUB = 1, 
	AND = 2, 
	OR = 3, 
	XOR = 4, 
	SLL = 5, 
	SRL = 6, 
	SLA = 7,
	SRA = 8
} func_t;
endpackage
module ID_EX(
	input logic clk,
	input logic ID_ret_enable,
	input logic [1:0]ID_RF_D_SEL,
	input logic ID_DM_WE,
	input logic [1:0]ID_RD_SEL,
	input logic [4:0]ID_ALU_OP,
	input logic ID_DM_ADDR_SEL,
	input logic [15:0]ID_IMMEDIATE,
	input logic [31:0]ID_muxA,
	input logic [31:0]ID_muxB,
	input logic [31:0]ID_NEXT_PC,
	output logic EX_ret_enable,
	output logic [1:0]EX_RF_D_SEL,
	output logic EX_DM_WE,
	output logic [1:0]EX_RD_SEL,
	output logic [4:0]EX_ALU_OP,
	output logic EX_DM_ADDR_SEL,
	output logic [15:0]EX_IMMEDIATE,
	output logic [31:0]EX_muxA,
	output logic [31:0]EX_muxB,
	output logic [31:0]EX_NEXT_PC
);
initial begin
	EX_ret_enable = 0;
	EX_RF_D_SEL = 0;
	EX_DM_WE = 0;
	EX_RD_SEL = 0;
	EX_ALU_OP = 0;
	EX_DM_ADDR_SEL = 0;
	EX_IMMEDIATE = 0;
	EX_muxA = 0;
	EX_muxB = 0;
	EX_NEXT_PC = 0;
end
always @(posedge clk) begin
	EX_ret_enable = ID_ret_enable;
	EX_RF_D_SEL = ID_RF_D_SEL;
	EX_DM_WE = ID_DM_WE;
	EX_RD_SEL = ID_RD_SEL;
	EX_ALU_OP = ID_ALU_OP;
	EX_DM_ADDR_SEL = ID_DM_ADDR_SEL;
	EX_IMMEDIATE = ID_IMMEDIATE;
	EX_muxA = ID_muxA;
	EX_muxB = ID_muxB;
	EX_NEXT_PC = ID_NEXT_PC;
end
endmodule
```

## flow/run.sh

```bash
#!/bin/bash
# OpenROAD 26Q1-2900-gdf79404cd8, Yosys 0.63+post, stock flow scripts
make -C /OpenROAD-flow-scripts/flow DESIGN_CONFIG=/design/flow/config.mk WORK_HOME=/design/flow/orfs finish
```

==> reports/metrics.cfg <==
[route]
ant_nets=0
wl_per_cell_um=15.8
drtIter0Drc=16
drt-vias-per-instance=3.33
dr.pass1.iters=2
vias=1960
drc=0
drt_wl_total_um=9280
diodes=0

[final_timing]
slew_viol_final=0
post-route-period-util_pct=102
finalSetupViolations=45
hold_viol_final=0
rsz0062_at_grt=yes
period_needed_ns=1.02
worstMarginPinSlew_ns=0.175
fmax_mhz=978
tns_ns=-0.322
setup_slack_ns=-0.0220
max_slew_margin_pct=88.4

[floorplan]
rows=44
io_pins=249
die_h_um=143
chipArea_um2=20400
die_w_um=143
core_um2=14700
initCoreUtil_pct=16.9

[power_and_ir_drop]
p_int_uw=9950
vdd_drop_max_uv=1710
pwr-share-comb_pct=5.8
clkPwrFrac_pct=51.3
p_total_uw=12300
switchingPower_uw=2330
pwr-share-seq_pct=43.0
leakage_uw=0.00232
switching_share_pct=19.0
pwr_density_cell_nw_per_um2=2340

[clocking]
post_cts_resize_count=403
max-clock-path-buffers=2
path_clk_slew_ns=0.06
holdBufCountCts=0
post-cts-setup-buffer-count=0
cts-root-buf=clkbuf_16
tritoncts=done
htreeDepth=4
cts_buffers=17
cts_sinks=124

[flow_run]
drv_cap=0
openroad.warnings=27

[setup_path]
cpPeakStageDelay_ns=0.31
critical-path-top-delay-family=flip-flops
crit_required_ns=0.80
cp.depth=1
cp_slowest_cell=dfxtp_2
setup.worst_path.start_class=flip-flop
path_max_fanout=1
critical_path.cell_chain=buf_2
criticalPathCategory=reg2out
endpoint=EX_NEXT_PC[31]
cp-startpoint=EX_NEXT_PC[31]$_DFF_P_
cp.arrival_ns=0.82
cp-end-kind=output pin
worst-path-buf-inv=1

[logic_synthesis]
yosysCellCount=124
synthesis.area_um2=2480
syn_inst=124
ys_types=1
ys_seq_share_pct=100
area_leaders=dfxtp_1
ys.flops=124
ys_area_um2=2480
synth_area_per_cell_um2=20.0
yosysTopAreaCell=dfxtp_1
yosysTopAreaCellShare_pct=100
yosysWarnings=1

[finish]
synthToLayoutAreaGrowth_pct=111
comb_area_um2=0
finalNonFillerCells=588
drive_gt1_share_pct=43.3
logic_gates=0
stdcell_area_um2=5250
n_fill_cell=1429

[placed_design]
hpwl_um=7170
place_congestion=0.741
pre_cts_slack_ns=-0.00518
placed_area_um2=5190
port-buffer-count=248
place_inst=556

[grt]
grt_overflow=0
antenna_found_initial=0
grt_util_all_layers_pct=8.73
grt_max_degree=17
grt_pass1_wl_um=13500
grt_pass1_vias=2230

[run_status]
violations=negative setup slack
outcome=finished with violations

[hold_path]
min_from=ID_muxA[31]
worstHoldPathType=in2reg

logic make-up (layout without fill, tap and decap cells):
| kind of cell | after synthesis | after routing | synth area share [%] |
|---|---|---|---|
| buffers and inverters | 0 | 280 | 0 |
| flip-flops | 124 | 124 | 100 |
placed cells by master, fill, tap and decap left out:
master / count
clkbuf_16: 17
dfxtp_1: 104
clkbuf_8: 3
dfxtp_2: 20
clkinv_4: 3
clkinvlp_4: 3
clkbuf_1: 1
clkdlybuf4s50_1: 124
buf_6: 3
inv_6: 2
bufinv_16: 3
buf_2: 121
worst min-delay path by stage:
stage                    endpoint  slack (ns)  cells after the start
CTS           EX_muxA[31]$_DFF_P_        0.21                      1
global route  EX_muxA[31]$_DFF_P_        0.20                      1
finish        EX_muxA[31]$_DFF_P_        0.23                      1
Yosys cell counts:
cell type	n
dfxtp_1	124
state kept, by name (all words and copies together) (netlist names):
register and cells:
EX_ALU_OP 5, EX_DM_ADDR_SEL 1, EX_DM_WE 1, EX_IMMEDIATE 16
EX_NEXT_PC 32, EX_RD_SEL 2, EX_RF_D_SEL 2, EX_muxA 32
EX_muxB 32, EX_ret_enable 1
per-layer routing:
metal / track usage [%] / share of wire (%)
met1: 7.94 / 31
met2: 14.1 / 46
met3: 8.35 / 21
met4: 1.19 / 1.3
met5: 0 / 0
power by group through the flow:
| stage | logic, µW | registers [µW] | clock network, µW |
|---|---|---|---|
| 4_1_cts | 729 | 5280 | 6470 |
| 5_1_grt | 781 | 5300 | 6720 |
| 6_report | 710 | 5270 | 6290 |
layout make-up:
class,instances,area (µm²),area share [%]
well taps,184,230,4.39
clock buffers,21,470,8.97
flip-flops and latches,124,2510,47.8
repair buffers,248,1880,35.9
clock inverters,11,156,2.98
through the flow:
step                utilization, %  hold WS (ns)
finish                        35.7         0.233
global route                  35.7         0.196
CTS                           35.5         0.205
detailed placement            35.3         0.652
global placement              35.3         0.649
floorplan                        -         0.228
Power and IR drop assume default switching activity.
